==> design/flow/design.v <==
module write_buffer(clk,RESET, word_count, address, data_bus,conc_flag_out);
input clk ,RESET;
input [7:0] data_bus;
output reg [15:0] address, word_count;
output reg conc_flag_out;
reg flag ;  
initial 
begin 
flag <= 0 ;
conc_flag_out <=0 ; 
end 
always @ (posedge clk or posedge RESET ) 
	begin
             if(RESET) 
              begin 
                address<= 0  ;
                word_count <= 0 ; 
                flag <= 0 ; 
		conc_flag_out<=0 ; 
               end 
             else 
              begin 
                   if(flag == 0)
                     begin 
                        address <= data_bus;
	                word_count<= data_bus;
			conc_flag_out <=0 ; 
                        flag <= 1; 
		    end	
		    else if(flag == 1)
                     begin 
			address = ((address<<8)|data_bus);
	                word_count = ((word_count<<8)|{8'h00,data_bus});
                        conc_flag_out =1 ; 
                        flag =0 ; 
			end
              end   
	end
endmodule
==> design/flow/run.sh <==
#!/bin/bash
# OpenROAD 26Q1-2900-gdf79404cd8, Yosys 0.63+post, stock flow scripts
make -C /OpenROAD-flow-scripts/flow DESIGN_CONFIG=/design/flow/config.mk WORK_HOME=/design/flow/orfs finish
==> design/flow/config.mk <==
export PLATFORM = sky130hd
export DESIGN_NAME = write_buffer
export DESIGN_NICKNAME = write_buffer
export VERILOG_FILES = /design/flow/design.v
export SDC_FILE = /design/flow/constraint.sdc
export NUM_CORES = 4
export LEC_CHECK = 1
export CORE_AREA = 10 10 86 86
export DIE_AREA = 0 0 96 96
==> design/flow/constraint.sdc <==
current_design write_buffer

set clk_period 1.4
set clk_io_pct 0.2

create_clock -name clk0 -period $clk_period [get_ports {clk}]

set non_clock_inputs [all_inputs -no_clocks]
set_input_delay [expr $clk_period * $clk_io_pct] -clock clk0 $non_clock_inputs
set_output_delay [expr $clk_period * $clk_io_pct] -clock clk0 [all_outputs]
==> flow_summary.json <==
{
  "ff_type": "dfrtp_1",
  "max_freq_ghz": 0.733,
  "rr_startpoint": "flag",
  "fin_crit_ns": 1.37,
  "path_clk_slew_ns": 0.06,
  "cpLargestDelayFamily": "buffers and inverters",
  "required_ns": 1.12,
  "cts_root_buf": "clkbuf_8",
  "antenna_cells_inserted": 0,
  "path_max_fanout": 3,
  "cts_tree": "done",
  "ys_top_logic_family": "buffers and inverters",
  "syn_inst": 44,
  "layout-drive-gt1-share_pct": 5.41,
  "max-cap-violations": 0,
  "fin_setup_tns_ns": 0,
  "crit_path_start": "word_count[7]",
  "slew_headroom_pct": 83.0,
  "via_per_inst": 2.45,
  "common_cells": "dfrtp_1, buf_4, and2_1",
  "worstMarginPinSlew_ns": 0.255,
  "grt_pass1_vias": 432,
  "synth-edff-count": 0,
  "synthMuxAreaShare_pct": 0,
  "ys_seq_share_pct": 71.7,
  "synthXorXnorAreaFrac_pct": 0,
  "cts_inserted_buffers": 3,
  "worstPathArrival_ns": 1.09,
  "yosys_area_um2": 628,
  "setup_slack_ns": 0.0349,
  "io_buffers": 42,
  "final_util_pct": 19.9,
  "path_cells": "clkdlybuf4s50_1",
  "grt_pass1_wl_um": 2400,
  "finalHoldViolations": 0,
  "syn-mean-instance-area_um2": 14.3,
  "grt_max_degree": 19,
  "antenna_found_initial": 0,
  "overflow": 0,
  "clkSinkCount": 18,
  "top_cell_area_share_pct": 71.7,
  "postCtsSetupBuffers": 0,
  "slowest_stage": "clkdlybuf4s50_1",
  "seq_area_um2": 450,
  "syn_area_um2": 628,
  "maxSlewViolCount": 0,
  "ys_cells": 44,
  "vias": 357,
  "ys_async_sr_fraction_pct": 100,
  "drc": 0,
  "clock_latency_ns": 0.24,
  "chip_area_um2": 9220,
  "p_leak_nw": 0.550,
  "startpoint_type": "flip-flop",
  "finalWirelength_um": 1610,
  "hold_class": "input port to async pin",
  "h-tree-depth": 1,
  "routedWlPerCell_um": 11.0,
  "critPathCaptureType": "output pin",
  "synth_cell_types": 4,
  "floorplan.core_util_pct": 11.3,
  "yosysTopAreaCell": "dfrtp_1",
  "outcome": "completed",
  "logic_area_um2": 50.0,
  "clock_skew_ns": 0.000698,
  "crit_buf_inv": 1,
  "most_common_cell": "dfrtp_1",
  "final.period_utilization_pct": 97.5,
  "ys_sh_simple_pct": 7.97,
  "yosys.area_share.aoi_pct": 0,
  "log.warning_count": 25,
  "gp_congestion": 0.664,
  "drt_pre_antenna_iters": 2,
  "grt_usage_pct": 3.31,
  "critPathKind": "flip-flop to output pin",
  "yosysWarnings": 1,
  "clk_path_buf_depth": 2,
  "die_w_um": 96,
  "rr_worst_depth": 1,
  "synth_flops": 18,
  "antenna_left": 0,
  "setup_viol": 0,
  "rsz0062_at_grt": "no",
  "cpPeakStageDelay_ns": 0.49,
  "area_growth_pct": 75.1,
  "fillers": 600,
  "peakVddDrop_uv": 214,
  "dp_hpwl_um": 1420,
  "drtIter0Drc": 1,
  "power_density_nw_per_um2": 907,
  "io_pins": 43,
  "coreArea_um2": 5540,
  "adder_share_pct": 0,
  "placementRows": 27,
  "die_height_um": 96,
  "synth.area.top_cells": "dfrtp_1, buf_4, and2_1",
  "place_worst_setup_slack_ns": 0.279,
  "crit_cells": 1
}
## logic make-up (layout without fill, tap and decap cells)
logic type,after synthesis,after routing
flops,18,18
buf+inv,18,48
simple gates,8,8
## repair_timing
item	4_1_cts	5_1_grt
setup endpoints to repair	0	15
resized	0	13
hold buffers	0	0
## power breakdown
group	internal, W	switching [W]	total [W]
clock	0.000190	0.000138	0.000328
combinational	0.0000917	0.0000217	0.000113
sequential	0.000543	0.0000139	0.000557
total	0.000825	0.000173	0.000998
## sequential cells by signal, indices dropped and copies added (netlist names)
register,flops
address,10
word_count,6
conc_flag_out,1
flag,1
## layer usage
metal | track usage, % | wire length [µm] | vias up
met5 | 0 | 0 | -
met4 | 0.491 | 17 | 0
met3 | 1.49 | 101 | 4
met2 | 6.61 | 993 | 11
met1 | 2.96 | 498 | 168
li1 | - | - | 174
## per-stage QoR
stage / power [W] / hold WS [ns] / cells / area [µm²]
after floorplan: 0.000592 / 0.219 / 44 / 628
after global placement: 0.000693 / 0.496 / 143 / 1030
after detailed placement: 0.000693 / 0.507 / 143 / 1030
after CTS: 0.00103 / 0.363 / 146 / 1070
after global routing: 0.00106 / 0.376 / 146 / 1100
final: 0.000998 / 0.357 / 146 / 1100
## placed cells by master (no fill, tap or decap)
cell type | netlist | final
buf_4 | 16 | 1
clkbuf_8 | 0 | 3
and2_1 | 8 | 8
dfrtp_1 | 18 | 18
dlymetal6s2s_1 | 0 | 13
inv_1 | 2 | 2
clkdlybuf4s50_1 | 0 | 29
## final timing paths
path	end	slack [ns]
max	address[7]	0.03
min	address[14]	0.36
max reg2reg	address[14]	0.65
min reg2reg	word_count[11]	0.51
max in group asynchronous	address[12]	0.85
min in group clk0	address[0]	0.48
## cell type report
cell class              instances  share of cell area (%)
multi-input cells               8                    4.55
clock buffers                   3                    3.75
repair buffers                 43                    41.9
well taps                      72                    8.19
inverters                       2                   0.683
flip-flops and latches         18                    41.0
Power and IR drop assume default switching activity.
