## run.sh

```bash
#!/bin/bash
# OpenROAD 26Q1-2900-gdf79404cd8, Yosys 0.63+post, stock flow scripts
make -C /OpenROAD-flow-scripts/flow DESIGN_CONFIG=/design/flow/config.mk WORK_HOME=/design/flow/orfs finish
```

## design.v

```verilog
module READ_buffer_base(clk,IOR,IOW, address_in , base_address , base_word , base_address_out,base_word_out, ch_select,conc_flag_out,myBus,processor_write_done);
input clk,IOR,IOW,conc_flag_out,myBus;
input [1:0] ch_select;
input [3:0] address_in;
input [15:0] base_address,base_word;
output wire [15:0] base_address_out,base_word_out;
output reg processor_write_done;
reg [15:0] base_address_reg [0:3];
reg [15:0] base_word_reg [0:3];
assign base_address_out = base_address_reg[ch_select];
assign base_word_out = base_word_reg[ch_select];
initial
begin
base_address_reg[0] <= 16'h0064;
base_word_reg[0] <= 10;
base_address_reg[1] <= 16'h012c;
base_word_reg[1] <= 10;
base_address_reg[2] <= 16'h190;
base_word_reg[2] <= 2;
end
always @ (posedge clk)
begin
processor_write_done = 1;
if(IOR == 1 && IOW == 0)
begin 
	case(address_in)
	0:base_address_reg[0] = base_address;
	1:base_word_reg[0] = base_word;
	2:base_address_reg[1] = base_address;
	3:base_word_reg[1] = base_word;
	4:base_address_reg[2] = base_address;
	5:base_word_reg[2] = base_word;
	6:base_address_reg[3] = base_address;
	7:base_word_reg[3] = base_word;
	endcase
end 
end
always @(negedge clk)
begin
processor_write_done = 0;
end
endmodule
```

## config.mk

```make
export PLATFORM = sky130hd
export DESIGN_NAME = READ_buffer_base
export DESIGN_NICKNAME = READ_buffer_base
export VERILOG_FILES = /design/flow/design.v
export SDC_FILE = /design/flow/constraint.sdc
export NUM_CORES = 4
export LEC_CHECK = 1
export CORE_UTILIZATION = 30
```

## constraint.sdc

```tcl
current_design READ_buffer_base

set clk_period 5.4
set clk_io_pct 0.2

create_clock -name clk0 -period $clk_period [get_ports {clk}]

set non_clock_inputs [all_inputs -no_clocks]
set_input_delay [expr $clk_period * $clk_io_pct] -clock clk0 $non_clock_inputs
set_output_delay [expr $clk_period * $clk_io_pct] -clock clk0 [all_outputs]
```

==> run notes <==
Physical design

The flow ran to the end, and the final reports show no timing, DRC or antenna violations. The diode insertion count for antenna repair stands at 0. Global routing consumed, over all layers together, 11.46% of the routing resources.

The HPWL after detailed placement stands at about 4900 um. Overall power consumption after layout is estimated at 2.436 mW. The cell area that synthesis handed to floorplanning was 4747 um^2. Per Yosys stat, the portion of area used by sequential elements is 80.97%. The remaining antenna violation count after routing stands at 0. According to the hold report, the worst path is of the primary input to register type. The final timing summary puts the cycle share of the worst path at 71.47%. The cell area reported after detailed placement stands at 5733 um^2. The part of the total power dissipated in sequential elements stands at 45.5%. Internal power comes to 1.998 mW. The post-layout minimum cycle time stands at 3.859 ns. Max-slew check failures listed in the final report amount to 0. The largest individual stage delay along the critical path comes from the cell mux4_1. Global routing finished with a remaining overflow of 0. The final setup violation count stands at 0. The largest net degree at the start of global routing stands at 33. Endpoints failing hold in the final report were tallied at 0. The total buffers and inverters traversed by the critical path stands at 3. The number of warnings reported in the stage logs is 27. The wire length recorded after detailed routing is 8054 um. The critical path endpoint has a required time of 4.32 ns.

The number of cell instances after yosys synthesis stands at 181. The number of logic stages on the critical path including buffering stands at 4. Buffers inserted to repair hold after CTS numbered 0.

The buffer count from post-CTS setup fixing stands at 0. The depth of the CTS H-tree stands at 4. Detailed-route iteration 0 reported a violation count of 160. The number of clock buffers inserted by TritonCTS stands at 17. The critical path goes through buf_2 > buf_4 > mux4_1 > clkdlybuf4s50_1.

The number of filler instances in the final layout stands at 1337. The tree is rooted in a clkbuf_16. The tightest hold path in the finished design has a slack of around 1.3 ns. The peak per-stage delay on the critical path stands at ~0.64 ns. For this sky-water flow run, the detailed-routed wirelength per cell is reported as 16.21 um. The routed design shows a via density per instance of between 4 and 5. The data arrival at the endpoint of the critical path stands at 2.78 ns. Power spread over the standard cell area amounts to 382.1 nW/um^2. Cells with a size suffix above 1 make up 27.27% of the layout. TritonCTS built the clock tree.

Per the CTS log, the buffer count on the longest clock path is 2. In this run the worst path has a maximum fanout of 32. The floorplan report gives the top-level pin count as 76. The chip occupies 16330 um^2. The sink count of the clock tree stands at 128. Based on the critical path, the design can be clocked at up to around 260 MHz. The initial antenna violation count stands at 0. The first global-routing pass estimated 12830 um of wire. The total of warnings raised by yosys stands at 4. Dividing the synthesized area by the synthesized cell count gives around 26 um^2. The pin closest to its max-slew limit shows a slew of 0.6432 ns.

Per the gpl log, the routability congestion estimate is ~0.73. Before placement the cells fill 31.00% of the core. On the worst setup and hold paths after CTS, the clock-pin slew comes to 0.06 ns. The synthesis area per yosys stands at 4747 um^2. The count of unique library cells instantiated by Yosys stands at 14.

Once synthesis finished, the tally of register bits stood at roughly 130. Buffers placed on the I/O ports in this run total a little over 70. The number of gates resized after CTS was 0. The minimum setup slack after placement stands at 1.459 ns.

The via count of the first global-routing pass is about 2400. The critical path in this run is classified as primary input to output pin. After floorplanning, the core was divided into 45 placement rows. Per the cell usage report, the commonest logic cell in the layout is edfxtp_1. Combinational logic burns 4.7% of the power. The number of iterations in the first detailed-routing pass stands at 6.

Max-cap violations in this run came to 0. Summed over all nets, the switching power comes to 437.3 uW. Per the OpenROAD power report, leakage power amounts to 2.020 nW. The worst setup path is launched from a primary input. The post-route DRC violation count stands at 0. From synthesis to final layout, the design area changed by 34.26%. Counting tap cells, the placed design contains a total of 466 instances. Setup repair after global routing left no endpoint under its margin.

The worst setup path is captured at an output pin. Per the OpenROAD floorplan log, the height of the die is 127.8 um. The number of standard cells in the layout, taps in and fillers out stands at approximately 500. The aggregate negative setup slack stands at 0 ns.

Counting instances, the worst hold path has a depth of 1. Net switching is 17.96% of the power. The clock network accounts for around 50% of the total power. The worst-case IR drop observed on VDD is around 0.2 mV. The relative slew slack stands at 57.12%. In the post-route analysis, the smallest setup slack over all paths is 1.541 ns. The detailed-route via count stands at 2162. In the layout the commonest cells are 128 x edfxtp_1, 70 x clkdlybuf4s50_1, 30 x mux4_2, 17 x clkbuf_16, 10 x buf_4. In this run the standard cell core region covers around 15000 um^2. The timing report attributes the biggest portion of critical-path delay to buffers and inverters. Per the OpenROAD floorplan log, the width of the die is 127.8 um. After technology mapping, the gate count stands at 181.

The area of all placed cells without fillers stands at 6374 um^2. Once layout is complete, the utilization of the core stands at 41.62%.
worst paths after layout:
path / startpoint / endpoint / slack [ns]
max: ch_select[0] / base_word_out[15] / 1.54
min: base_address[4] / base_address_reg[0][4]$_DFFE_PP_ / 1.31
synthesized netlist by cell type:
library cell	n	area [um^2]
nand3b_1	2	15.01
or3b_1	1	8.760
nor2_1	4	15.01
or3b_2	1	8.760
buf_6	1	11.26
nor4b_1	2	17.52
conb_1	1	3.750
buf_4	1	7.510
mux4_2	30	675.7
nor4_1	2	12.51
edfxtp_1	128	3844
buf_2	3	15.01
mux4_1	2	52.55
buf_12	3	60.06
cell families after synthesis:
| kind of cell | count (synthesis) | synth area share, % |
|---|---|---|
| flip-flops | 128 | 80.97 |
| other | 1 | 0.07900 |
| buffers and inverters | 8 | 1.977 |
| AND/OR/NAND/NOR | 12 | 1.634 |
| multiplexers | 32 | 15.34 |
per-layer routing:
metal  part of all wire [%]  wire length (um)  GRT usage (%)
met1                     39              3120          15.85
met2                     51              4145          18.25
met3                    8.1               655          5.017
met4                    1.7               133          1.799
met5                      0                 0              0
cell type report:
cell class / instances / area [um^2] / share of cell area [%]
flip-flops and latches: 128 / 3844 / 60.31
multi-input cells: 45 / 839.6 / 13.17
repair buffers: 82 / 785.8 / 12.33
clock inverters: 13 / 211.5 / 3.318
well taps: 211 / 264.0 / 4.142
clock buffers: 18 / 429.2 / 6.733
power by group through the flow:
| stage | Sequential [mW] | Combinational [mW] | Clock (mW) |
|---|---|---|---|
| after global routing | 1.11 | 0.124 | 1.28 |
| after CTS | 1.11 | 0.118 | 1.24 |
| final | 1.11 | 0.114 | 1.21 |
No activity file was given, so power comes from the tool's default toggle rates.
